$ cat flow/design.v
module Uart_Interface#(
    parameter    C_Tx_en = 1'b1,
    parameter    C_Rx_en = 1'b1,
    parameter    BAUD_RATE   =   3125000, 
    parameter    SYS_FREQ    =   50_000_000 
)(
    input                   Clk,
    input                   Rst,
    input       [9:0]       iTx_Clk_Div,
    input                   iTx_Val,
    input       [7:0]       iTx_Data,
    input                   iTx_Check_odd, 
    input                   iTx_Check_even, 
    input       [9:0]       iRx_Clk_Div,
    input                   iRx_Bit,
    input                   iRx_Check_odd, 
    input                   iRx_Check_even, 
    output                  oTx_done,
    output                  oTx_Bit,
    output                  oTx_Rdy,
    output                  oRx_Val,
    output                  oRx_err,
    output      [7:0]       oRx_Data
);
reg          tx_rst;
reg          rx_rst;
reg [7:0]    cnt_tx_rst;
reg [7:0]    cnt_rx_rst;
reg [9:0]    Tx_Clk_Div;
reg [9:0]    Rx_Clk_Div;
always @(posedge Clk) begin
    Tx_Clk_Div <= iTx_Clk_Div;
    Rx_Clk_Div <= iRx_Clk_Div;
    if (Rst == 1'b1) begin
        tx_rst <= 1'b1;
        rx_rst <= 1'b1;
        cnt_tx_rst <= {8{1'b0}};
        cnt_rx_rst <= {8{1'b0}};
    end
    else begin
        if (iTx_Clk_Div != Tx_Clk_Div) begin
            cnt_tx_rst <= 8'h01;
        end
        else if (cnt_tx_rst[7] == 1'b1) begin
            cnt_tx_rst <= {8{1'b0}};
        end
        else if (cnt_tx_rst != 0) begin
            cnt_tx_rst <= cnt_tx_rst + 1;
        end
        else begin
            cnt_tx_rst <= {8{1'b0}};
        end
        if (iRx_Clk_Div != Rx_Clk_Div) begin
            cnt_rx_rst <= 8'h01;
        end
        else if (cnt_tx_rst[7] == 1'b1) begin
            cnt_rx_rst <= {8{1'b0}};
        end
        else if (cnt_tx_rst != 0) begin
            cnt_rx_rst <= cnt_rx_rst + 1;
        end
        else begin
            cnt_rx_rst <= {8{1'b0}};
        end
        if (cnt_tx_rst != 0) begin
            tx_rst <= 1'b1;
        end
        else begin
            tx_rst <= 1'b0;
        end
        if (cnt_rx_rst != 0) begin
            rx_rst <= 1'b1;
        end
        else begin
            rx_rst <= 1'b0;
        end
    end
end
        Uart_Tx_byte #(
            .BAUD_RATE(BAUD_RATE), 
            .SYS_FREQ(SYS_FREQ) 
        )u0(
            .Clk(Clk), 
            .Rst(tx_rst), 
            .iBaudrate_DIV(iTx_Clk_Div), 
            .iTx_Val(iTx_Val), 
            .iData(iTx_Data), 
            .iCheck_odd(iTx_Check_odd), 
            .iCheck_even(iTx_Check_even), 
            .oTx_done(oTx_done), 
            .oBit(oTx_Bit), 
            .oRdy(oTx_Rdy)
        );
        Uart_Rx_byte #(
            .BAUD_RATE(BAUD_RATE), 
            .SYS_FREQ(SYS_FREQ) 
        )u1(
            .Clk(Clk), 
            .Rst(rx_rst), 
            .iBaudrate_DIV(iRx_Clk_Div), 
            .iRxBit(iRx_Bit), 
            .iCheck_odd(iRx_Check_odd), 
            .iCheck_even(iRx_Check_even), 
            .oRx_Val(oRx_Val), 
            .oRx_err(oRx_err), 
            .oRx_Data(oRx_Data)
        );
endmodule
module Uart_Rx_byte #(
   parameter    BAUD_RATE   =   2000000, 
   parameter    SYS_FREQ    =   50_000_000 
)(
    input               Clk,
    input               Rst,
    input   [9:0]       iBaudrate_DIV,
    input               iRxBit,
    input               iCheck_odd, 
    input               iCheck_even, 
    output              oRx_Val,
    output              oRx_err,
    output  [7:0]       oRx_Data
);
localparam                          CTRL_WORD_WIDTH  = 24; 
localparam  [50:0]                  BAUD_CTRL_WORD   = (BAUD_RATE * (1<<(CTRL_WORD_WIDTH + 4))) / (SYS_FREQ); 
reg         [CTRL_WORD_WIDTH-1:0]   rCtrlWordCnt; 
localparam  St_Idle     = 0, 
            St_Start    = 1, 
            St_Rxd      = 2, 
            St_Stop     = 3, 
            St_Finish   = 4; 
always @(posedge    Clk) begin
    if (Rst) begin
        rCtrlWordCnt <=  0;
    end
    else begin
        rCtrlWordCnt <=  rCtrlWordCnt +   BAUD_CTRL_WORD;
    end
end
wire    wBaudClk  =   rCtrlWordCnt[CTRL_WORD_WIDTH-1]; 
reg [7:0]   rBaudCnt;
reg         rBitFlag;
reg         rBaudClk;
reg         rUartRxd1,rUartRxd2;
reg [3:0]   rCurState; 
always @(posedge Clk ) begin
    if(Rst) begin
        rBaudClk    <= 0;
    end
    else begin
        rBaudClk <=  wBaudClk;
    end
end
wire wBaudClkPos =   ~rBaudClk & wBaudClk;
always @(posedge Clk ) begin
	if(Rst)begin
	  rUartRxd1 <=0;
	  rUartRxd2 <=0;
	end
	else begin
	  rUartRxd1 <= iRxBit;
	  rUartRxd2 <= rUartRxd1;
	end
end
wire  wBaudCntStart =   (rUartRxd2) & (~rUartRxd1);
always@(posedge Clk ) begin
	if(Rst) begin
		rBaudCnt <= 0;
	end
	else if(wBaudClkPos) begin
        if(rCurState    == St_Idle) begin
            rBaudCnt <= 0;
        end
        else begin
            rBaudCnt <= rBaudCnt + 1;
        end
    end
end
always @(posedge Clk) begin
    if (Rst) begin
        rCurState   <=  St_Idle;
    end
    else begin
        case (rCurState)
            St_Idle :   begin
                if (wBaudCntStart) begin 
                    rCurState   <=  St_Start;
                end
            end
            St_Start:   begin
                if (rBaudCnt <= 4 && iRxBit) begin 
                    rCurState   <=  St_Idle;
                end
                else if (rBaudCnt >= 16) begin
                    rCurState   <=  St_Rxd;
                end
            end
            St_Rxd  :   begin
                if (rBaudCnt >= 144) begin 
                    rCurState   <=  St_Stop;
                end
            end
            St_Stop :   begin
                if (rBaudCnt == 150) begin
                    rCurState   <=  St_Finish;
                end
            end
            St_Finish:  begin
                rCurState   <=  St_Idle;
            end   
            default: rCurState   <=  St_Idle;
        endcase
    end
end
always@(posedge Clk ) begin
	if(Rst) begin
		rBitFlag <= 0;
	end
	else if (wBaudClkPos) begin
		case(rBaudCnt)
            8'd22:  rBitFlag  <= 1;
            8'd38:  rBitFlag  <= 1;
            8'd54:  rBitFlag  <= 1;
            8'd70:  rBitFlag  <= 1;
            8'd86:  rBitFlag  <= 1;
            8'd102: rBitFlag  <= 1;
            8'd118: rBitFlag  <= 1;
            8'd134: rBitFlag  <= 1;
            default:rBitFlag  <= 0;
		endcase
	end 
end
reg [7:0]rDataDeserial;
always@(posedge Clk ) begin
	if(Rst) begin
		rDataDeserial <= 0;
	end
	else if (wBaudClkPos) begin
		if(rCurState    == St_Rxd) begin
            if (rBitFlag) begin
			    rDataDeserial <= {iRxBit,rDataDeserial[7:1]};
            end
		end
		else begin
			rDataDeserial <= 0;
		end
    end
end
reg [7:0]   rDataRxd;
reg         rDataValid;
wire wDataValid =    (rCurState == St_Rxd) && (rBaudCnt ==137)  ? 1:0;
always @(posedge Clk) begin
    if (Rst) begin
        rDataValid  <=  0;
    end
    else begin
        rDataValid  <=  wDataValid;
    end
end
always @(posedge Clk ) begin
	if(Rst) begin
		rDataRxd      <= 0;
	end
	else if(rCurState  == St_Rxd && rBaudCnt ==137) begin
		rDataRxd <= rDataDeserial;
	end
	else begin
		rDataRxd <= rDataRxd;
	end
end
assign oRx_Data = rDataRxd;
assign oRx_Val  = rDataValid;
endmodule
module Uart_Tx_byte#(
    parameter   SYS_FREQ    =   50_000_000,
    parameter   BAUD_RATE   =   2000000
)(
   input                Clk,
   input                Rst,
   input        [9:0]   iBaudrate_DIV,
   input                iTx_Val,
   input        [7:0]   iData,
   input                iCheck_odd,
   input                iCheck_even,
   output               oTx_done,
   output               oBit,
   output               oRdy
);
localparam          CTRL_WORD_WIDTH  = 24; 
localparam [50:0]   BAUD_CTRL_WORD   = (BAUD_RATE * (1<<(CTRL_WORD_WIDTH + 4))) / (SYS_FREQ) ; 
reg [CTRL_WORD_WIDTH-1:0] rCtrlWordCnt; 
reg rTxdDone;
reg rTxdTransfer;
reg [3:0] rBitCnt;
always @(posedge    Clk) begin
    if (Rst) begin
        rCtrlWordCnt <=  0;
    end
    else begin
        rCtrlWordCnt <=  rCtrlWordCnt +   BAUD_CTRL_WORD;
    end
end
wire    wBaudClk  =   rCtrlWordCnt[CTRL_WORD_WIDTH-1]; 
reg [7:0]   rBaudCnt;
reg  rBaudClk;
always @(posedge Clk ) begin
    if(Rst) begin
        rBaudClk    <= 0;
    end
    else begin
        rBaudClk <=  wBaudClk;
    end
end
wire wBaudClkPos =   ~rBaudClk & wBaudClk;
always@(posedge Clk ) begin
	if(Rst) begin
		rBaudCnt <= 8'd0;
	end
	else if (rTxdTransfer) begin
		if(wBaudClkPos)begin
			if(rBaudCnt >=157)begin
				rBaudCnt <= 8'd0;
			end
			else begin
				rBaudCnt <= rBaudCnt + 1;
			end
		end
		else rBaudCnt <= rBaudCnt;
	end
	else rBaudCnt <=0;
end
reg rTxdVal;
always @(posedge Clk) begin
    if (Rst) begin
        rTxdVal <=  0;
    end
    else begin
        rTxdVal <=  iTx_Val;
    end
end
wire    wTxdValPos  =   ~rTxdVal    &   iTx_Val;
always@(posedge Clk ) begin
	if(Rst) begin
		rTxdTransfer <= 0;
		rTxdDone <=0;
	end
	else if(wTxdValPos) begin
		rTxdTransfer <= 1;
		rTxdDone <=0;
	end
	else if(rBaudCnt >=157)begin
		rTxdTransfer <=0;
		rTxdDone <=1;
	end
	else begin
		rTxdDone <=0;
		rTxdTransfer <= rTxdTransfer;
	end
end
always@(posedge Clk ) begin
	if(Rst) begin
		rBitCnt <= 0;
	end
	else if(rTxdTransfer) begin
		if (wBaudClkPos) begin
			case(rBaudCnt)
                8'd0:   rBitCnt <= 0;
                8'd15:  rBitCnt <= rBitCnt +1;
                8'd31:  rBitCnt <= rBitCnt +1;
                8'd47:  rBitCnt <= rBitCnt +1;
                8'd63:  rBitCnt <= rBitCnt +1;
                8'd79:  rBitCnt <= rBitCnt +1;
                8'd95:  rBitCnt <= rBitCnt +1;
                8'd111: rBitCnt <= rBitCnt +1;
                8'd127: rBitCnt <= rBitCnt +1;
                8'd143: rBitCnt <= rBitCnt +1;
                default:rBitCnt <= rBitCnt;
			endcase
		end
	end
	else begin
		 rBitCnt <=0;
	end
end
reg [7:0]rDatain;
always@(posedge Clk ) begin
	if(Rst) begin
		rDatain <=0;
	end
	else if(wTxdValPos)begin
		rDatain <= iData;
	end
	else begin
		rDatain <= rDatain;
	end
end
reg rTxd;
always@(posedge Clk ) begin
	if(Rst) begin
		rTxd <= 1;
	end
	else if (rTxdTransfer) begin
		case(rBitCnt)
            4'd0:rTxd <=0; 
            4'd1:rTxd <= rDatain[0];
            4'd2:rTxd <= rDatain[1];
            4'd3:rTxd <= rDatain[2];
            4'd4:rTxd <= rDatain[3];	
            4'd5:rTxd <= rDatain[4];
            4'd6:rTxd <= rDatain[5];		
            4'd7:rTxd <= rDatain[6];
            4'd8:rTxd <= rDatain[7];
            4'd9:rTxd<=1;
            default:rTxd <= 1;
		endcase		
	end
	else rTxd <=1;	
end
reg rTxRdy;
always @(posedge Clk) begin
    if (Rst) begin
        rTxRdy  <=  1;
    end
    else begin
        rTxRdy  <=  ~rTxdTransfer;
    end
end
assign  oRdy        =   rTxRdy;
assign  oBit        =   rTxd;   
assign  oTx_done    =   rTxdDone;
endmodule
$ cat flow/run.sh
#!/bin/bash
# OpenROAD 26Q1-2900-gdf79404cd8, Yosys 0.63+post, stock flow scripts
make -C /OpenROAD-flow-scripts/flow DESIGN_CONFIG=/design/flow/config.mk WORK_HOME=/design/flow/orfs finish
$ cat flow/config.mk
export PLATFORM = sky130hd
export DESIGN_NAME = Uart_Interface
export DESIGN_NICKNAME = Uart_Interface
export VERILOG_FILES = /design/flow/design.v
export SDC_FILE = /design/flow/constraint.sdc
export NUM_CORES = 4
export LEC_CHECK = 1
export CORE_AREA = 10 10 86 86
export DIE_AREA = 0 0 96 96
$ cat flow/constraint.sdc
current_design Uart_Interface

set clk_period 2.0
set clk_io_pct 0.2

create_clock -name clk0 -period $clk_period [get_ports {Clk}]

set non_clock_inputs [all_inputs -no_clocks]
set_input_delay [expr $clk_period * $clk_io_pct] -clock clk0 $non_clock_inputs
set_output_delay [expr $clk_period * $clk_io_pct] -clock clk0 [all_outputs]
==> Changelog: implementation <==
### Changed

* Status: finished, final reports clean
* Setup violators final at 0
* Synth Cell Area at 908 sq um
* Root Buffer: clkbuf_8
* GRT Total Usage at 0.0317
* Final critical-path required period at 1.67 ns
* Top-count cell post-synth: dfxtp_1
* Post-cts repair resize count at 0
* Critical-path maximum fanout at 8
* Chip width at 96 microns
* Final Hold Viols at 0
* Global-route wire length before repair at 2.37 mm
* GR Overflow Total at 0
* Worst Skew at 0.00238 ns
* YS chip area at 908 sq um
* Fp_density at 0.164
* Vias in the first global route at 564
* Pre-CTS setup slack at 0.0334 ns
* Hpwl dp at 1.15 mm
* YS warnings at 4
* Beginning of the worst hold path: u0.rTxdTransfer$_SDFFE_PP0P_
* CP required at 2.16 ns
* Setup_tns at 0 ns
* Hold Crit Class: reg2reg
* Most frequently used flop master after synthesis: dfxtp_1
* Critical-path cell with the highest stage delay: clkdlybuf4s50_1
* Log Warnings at 49
* Ys async rst share at 0
* Via-to-Cell Ratio at 3.12
* CTS tree: done
* Layout cells sized above 1 at 0.0594
* Via Count at 539
* Cell area leaders: dfxtp_1, xor2_1, buf_4, nor3_1, xnor2_1
* Switching part of the total power at 0.201
* Routed len/inst at 8.29 microns
* Sequential Power Share at 0.587
* Clk pwr share at 0.332
* Post-synth seq share at 0.507
* Biggest area consumer among synthesized cells: dfxtp_1
* Die Size at 9220 sq um
* Internal power at 654 uW
* Nature of the critical path startpoint: input pin
* Filler cells at 609
* Syn Area/Cell at 10.8 sq um
* Worst Hold Depth at 1
* Hold endpoint: u0.rTxRdy$_SDFF_PP1_
* Detailed Route Iter0 Violations at 23
* Synth Register Bits at 23
* Max Cap Viol at 0
* CTS Sinks at 23
* DRC viols at 0
* R2R depth at 4
* Global placer's final weighted congestion at 0.743
* RSZ-0062 raised after global routing: false
* Peak VDD IR at 289 uV
* Element type at the critical path end: flop
* Syn-to-layout area delta at 25.3%
* Clk Latency, worst-skew pair at 0.25 ns
* Switching power at 165 uW
* CTS Buf Count at 3
* RR Startpoint: Tx_Clk_Div[6]$_DFF_P_
* Post-CTS setup buffers at 0
* Largest net degree at the start of global routing at 13
* I/O Pins at 49
* Final WS setup at 0.326 ns
* Antenna Cells at 0
* Reg-to-Reg End: cnt_tx_rst[0]$_SDFF_PP0_
* CP top delay family: simple AND/OR/NAND/NOR gates
* Slew Viols, Final at 0
* Die Ht at 96 microns
* Drt first pass iters at 4
* Gate Count Post-Synth at 84
* Reg area at 460 sq um
* FP Rows at 27
* Initial antenna violation count at 0
* Hold buffer count at cts at 0
* Comb gate area at 388 sq um
* Crit Path Category: in2reg
* Total power at 819 uW
* Leakage dissipation at 0.000446 uW
* R2R Setup Slk at 0.60 ns
* Final antenna-violating net count at 0
* Post-layout period usage of the worst path at 0.837
* Final WL at 1.43 mm
* WP buf/inv at 1
* Synth top cells by count: dfxtp_1, xor2_1, buf_4
* CTS max path bufs at 2
* Slowest stage delay, CP at 0.43 ns
* H-tree depth at 1
* # Cells Yosys at 84
* Combinational share of power at 0.081
* Max frequency at 598 MHz
* Clock transition at path regs at 0.07 ns
* Synth cell types at 23
* IO Port Bufs at 14
* Power Dens Cells at 720 nW/um^2
* CORE AREA at 5540 sq um
* Arr. time, crit path at 1.83 ns
* Flip-flops with a built-in enable at 0
* Crit-path cells: clkdlybuf4s50_1, xor2_1, nor4_4, nand4_2, o21ba_1
* Top cell area share at 0.507
==> per-stage QoR <==
stage,cell area [sq um],instances,hold WS (ns),utilization
CTS,1140,173,0.405,0.206
global route,1140,173,0.416,0.206
floorplan,946,94,0.370,-
finish,1140,173,0.402,0.206
global placement,1090,169,0.382,0.197
detailed placement,1090,169,0.381,0.197
==> registers in the layout (all words and copies together), names as in the netlist <==
signal           flops
u0.rTxd              1
u0.rTxdTransfer      1
tx_rst               1
u0.rTxdVal           1
u0.rTxRdy            1
cnt_tx_rst           8
Tx_Clk_Div          10
==> worst register-to-register path: cells and delay by family, from the launching register on <==
| kind | cells | cell delay (ns) |
|---|---|---|
| xor gates and xnor gates | 1 | 0.18 |
| AOI/OAI and AO/OA | 1 | 0.25 |
| and+or+nand+nor | 2 | 0.56 |
| DFF | 1 | 0.31 |
==> power by group through the flow <==
| stage | combinational [uW] | clock [uW] | sequential, uW |
|---|---|---|---|
| CTS | 68.7 | 288 | 481 |
| global route | 74.0 | 314 | 483 |
| finish | 66.2 | 272 | 481 |
==> cell usage in the layout, fill, tap and decap left out, drive strengths merged <==
cell and count:
nor4 3, conb 11, nand3 3, nor2 1, o21ba 1, inv 4
o21ai 1, xor2 12, clkdlybuf4s50 14, and3 1, nor3 7, clkbuf 4
nand2b 4, ha 2, xnor2 3, nand3b 1, nand4 2, nor3b 1
nand2 2, dfxtp 23, and4 1
==> logic make-up (layout without fill, tap and decap cells) <==
logic type,Yosys count,count (layout),synth area share
XOR/XNOR,15,15,0.145
flip-flops,23,23,0.507
AND/OR/NAND/NOR,26,26,0.193
other,1,11,0.00413
AND-OR/OR-AND,2,2,0.0165
adder cells (fa/ha/maj),2,2,0.0275
buffers and inverters,15,22,0.107
==> per-layer routing <==
metal,part of all wire,global-route usage,up-vias
li1,-,-,288
met1,0.45,0.0385,235
met2,0.44,0.0493,16
met3,0.12,0.0189,0
met4,0,0.00246,0
met5,0,0,-
==> worst max path at each step <==
stage,start,end,slack (ns),cells past startpoint
4_1_cts,iTx_Clk_Div[6],cnt_tx_rst[0]$_SDFF_PP0_,0.31,5
6_report,iTx_Clk_Div[6],cnt_tx_rst[0]$_SDFF_PP0_,0.33,5
5_1_grt,iTx_Clk_Div[6],cnt_tx_rst[2]$_SDFF_PP0_,0.26,5
==> area by class of cell <==
class,count,share of cell area
timing repair buffer,14,0.123
sequential,23,0.404
inverter,4,0.0132
clock buffer,4,0.0396
tap,72,0.0791
multi-input combinational,56,0.341
Power and IR drop assume default switching activity.
